<file path="./design.v">
module processor (
    input            CLOCK_50,
    output reg [7:0] LED,
    input      [1:0] KEY,
    input      [3:0] SW,
    output [12:0] DRAM_ADDR,
    output  [1:0] DRAM_BA,
    output        DRAM_CAS_N,
    output        DRAM_CKE,
    output        DRAM_CLK,
    output        DRAM_CS_N,
    inout  [15:0] DRAM_DQ,
    output  [1:0] DRAM_DQM,
    output        DRAM_RAS_N,
    output        DRAM_WE_N,
    output        EPCS_ASDO,
    input         EPCS_DATA0,
    output        EPCS_DCLK,
    output        EPCS_NCSO,
    output        G_SENSOR_CS_N,
    input         G_SENSOR_INT,
    output        I2C_SCLK,
    inout         I2C_SDAT,
    output        ADC_CS_N,
    output        ADC_SADDR,
    output        ADC_SCLK,
    input         ADC_SDAT,
    inout  [33:0] GPIO_0_D,
    input   [1:0] GPIO_0_IN,
    inout  [33:0] GPIO_1_D,
    input   [1:0] GPIO_1_IN,
    inout  [12:0] GPIO_2,
    input   [2:0] GPIO_2_IN
);
    reg [15:0] sram [15:0];
    reg [15:0] dram [15:0];
    reg [63:0] counter;
    reg [15:0] address;
    reg [15:0] instruction;
    reg [15:0] a;
    reg [15:0] b;
    reg [15:0] c;
    initial begin
        dram[0] <= 'h0110;
        dram[1] <= 'h0010;
        dram[2] <= 'hd001;
        dram[3] <= 'hd001;
        dram[4] <= 'hd001;
        dram[5] <= 'hd001;
        dram[6] <= 'hd001;
        dram[7] <= 'hd001;
        dram[8] <= 'hd001;
        dram[9] <= 'hd001;
        dram[10] <= 'hd001;
        dram[11] <= 'hd001;
        dram[12] <= 'h0f10;
        dram[13] <= 'h0f10;
    end
    always @(posedge CLOCK_50) begin
        counter <= counter + 1;
        LED = sram[0];
    end
    always @(posedge counter[23]) begin
            address <= sram[15];
            instruction <= dram[address];
            b <= sram[instruction[7:4]];
            c <= sram[instruction[3:0]];
            case (instruction[15:12])
                'h0: a <= instruction[7:4];
                'h1: a <= dram[b];
                'h2: dram[a] <= b;
                'h3: a <= b;
                'h4: a <= b + c;
                'h5: a <= b - c;
                'h6: a <= b * c;
                'h7: a <= b / c;
                'h8: a <= b % c;
                'h9: a <= ~b;
                'ha: a <= b | c;
                'hb: a <= b & c;
                'hc: a <= b ^ c;
                'hd: a <= b << c;
                'he: a <= b == c;
                'hf: a <= b < c;
            endcase
            sram[15] <= address + 1;
            sram[instruction[11:8]] <= a;
    end
endmodule
</file>
<file path="./run.sh">
#!/bin/bash
# OpenROAD 26Q1-2900-gdf79404cd8, Yosys 0.63+post, stock flow scripts
make -C /OpenROAD-flow-scripts/flow DESIGN_CONFIG=/design/flow/config.mk WORK_HOME=/design/flow/orfs finish
</file>
<file path="./config.mk">
export PLATFORM = sky130hd
export DESIGN_NAME = processor
export DESIGN_NICKNAME = processor
export VERILOG_FILES = /design/flow/design.v
export SDC_FILE = /design/flow/constraint.sdc
export NUM_CORES = 4
export LEC_CHECK = 1
export CORE_UTILIZATION = 40
</file>
<file path="./constraint.sdc">
current_design processor

set clk_period 16.0
set clk_io_pct 0.2

create_clock -name clk0 -period $clk_period [get_ports {CLOCK_50}]

set non_clock_inputs [all_inputs -no_clocks]
set_input_delay [expr $clk_period * $clk_io_pct] -clock clk0 $non_clock_inputs
set_output_delay [expr $clk_period * $clk_io_pct] -clock clk0 [all_outputs]
</file>
==> metrics.txt <==
# HELP chip_impl_metric Physical implementation figures
# TYPE chip_impl_metric gauge
chip_impl_info{name="setup.worst_path.start_class",value="flip-flop"} 1
chip_impl_metric{name="grt_antenna_before_repair",unit=""} 7
chip_impl_metric{name="synth.yosys.seq_area_share",unit="%"} 42.32
chip_impl_metric{name="post_cts.repair.setup_buffers",unit=""} 0
chip_impl_metric{name="core_area",unit="mm^2"} 0.1025
chip_impl_metric{name="cts_resized",unit=""} 0
chip_impl_metric{name="drc",unit=""} 0
chip_impl_metric{name="layout-drive-gt1-share",unit="%"} 15.68
chip_impl_metric{name="maxCapViolCount",unit=""} 0
chip_impl_metric{name="min_delay_path_depth",unit=""} 1
chip_impl_metric{name="grt_overflow_total",unit=""} 0
chip_impl_metric{name="tool_warnings",unit=""} 178
chip_impl_info{name="setup.worst_path.class",value="reg -> out"} 1
chip_impl_metric{name="longest_individual_stage_delay_on_the_worst_path",unit="ps"} 460
chip_impl_info{name="yosysTopAreaCell",value="sky130_fd_sc_hd__edfxtp_1"} 1
chip_impl_metric{name="syn2layout_area_growth",unit="%"} 5.182
chip_impl_metric{name="cts_hold_buf",unit=""} 0
chip_impl_metric{name="vias_in_the_first_global_route",unit=""} 29200
chip_impl_metric{name="drt_pre_antenna_iters",unit=""} 5
chip_impl_metric{name="cts.reportedPaths.clkPinSlew",unit="ps"} 90
chip_impl_info{name="setup_repair_after_global_routing_missed_its_margin",value="no"} 1
chip_impl_metric{name="drt_iter0_markers",unit=""} 1841
chip_impl_info{name="r2r_start",value="counter[2]$_DFF_P_"} 1
chip_impl_info{name="tritoncts_clock_tree",value="built"} 1
chip_impl_metric{name="floorplan.rows",unit=""} 117
chip_impl_info{name="crit_slowest_cell",value="sky130_fd_sc_hd__clkdlybuf4s50_1"} 1
chip_impl_metric{name="htreeDepth",unit=""} 2
chip_impl_metric{name="clock_latency_at_the_later_pin_of_the_worst_skew_pair",unit="ps"} 340
chip_impl_info{name="status",value="finished clean"} 1
chip_impl_metric{name="syn-mean-instance-area",unit="um^2"} 12.05
chip_impl_info{name="critPathTopFamily",value="buffers and inverters"} 1
chip_impl_metric{name="gpl.final_weighted_congestion",unit=""} 1.006
chip_impl_metric{name="yosysWarnings",unit=""} 32
chip_impl_metric{name="untimed_endpoints",unit=""} 1210
chip_impl_metric{name="ys_cells",unit=""} 3455
chip_impl_metric{name="vias",unit=""} 29150
chip_impl_metric{name="clock-skew-final",unit="ps"} 25.40
chip_impl_metric{name="power_report.internal_total",unit="uW"} 147.1
chip_impl_info{name="root_buffer",value="sky130_fd_sc_hd__clkbuf_16"} 1
chip_impl_metric{name="initial_core_util",unit="%"} 40.62
chip_impl_metric{name="finalSetupViolCount",unit=""} 0
chip_impl_metric{name="relative_contribution_of_the_clock_network_to_total_power",unit="%"} 61.9
chip_impl_metric{name="dp.cells",unit=""} 4766
chip_impl_info{name="worstHoldStart",value="counter[0]$_DFF_P_"} 1
chip_impl_metric{name="finalClockPeriodUsage",unit="%"} 26.96
chip_impl_metric{name="synthesis.instances",unit=""} 3455
chip_impl_metric{name="dieHeight",unit="um"} 324.6
chip_impl_metric{name="finalNonFillerCells",unit=""} 4775
chip_impl_metric{name="synth_area",unit="mm^2"} 0.04163
chip_impl_metric{name="r2r_setup_slack",unit="ps"} 13960
chip_impl_metric{name="crit_path_max_fanout",unit=""} 1
chip_impl_metric{name="peakVddDrop",unit="mV"} 0.03715
chip_impl_metric{name="setup_tns",unit="ps"} 0
chip_impl_metric{name="ys_ff",unit=""} 624
chip_impl_metric{name="count_of_final_max_slew_check_failures",unit=""} 0
chip_impl_metric{name="power.static_leakage",unit="nW"} 15.92
chip_impl_metric{name="critPathArrivalTime",unit="ps"} 1110
chip_impl_metric{name="cts_buffer_depth",unit=""} 2
chip_impl_info{name="synthFlopType",value="sky130_fd_sc_hd__edfxtp_1"} 1
chip_impl_metric{name="gr-usage-all-layers",unit="%"} 25.95
chip_impl_metric{name="design.portCount",unit=""} 154
chip_impl_metric{name="finalWorstSetupSlack",unit="ps"} 11690
chip_impl_info{name="netlist_top_cells_area",value="sky130_fd_sc_hd__edfxtp_1 (37%), sky130_fd_sc_hd__mux4_2 (15%), sky130_fd_sc_hd__ha_1 (7.2%)"} 1
chip_impl_metric{name="die_w",unit="um"} 324.6
chip_impl_metric{name="finalHoldViolCount",unit=""} 0
chip_impl_info{name="synth.most_common_cell",value="sky130_fd_sc_hd__edfxtp_1"} 1
chip_impl_metric{name="tritoncts_buffer_count",unit=""} 5
chip_impl_metric{name="distinct_cell_type_count_after_synthesis",unit=""} 111
chip_impl_metric{name="cp.required",unit="ps"} 12800
chip_impl_metric{name="final_period_minus_worst_setup_slack",unit="ps"} 4314
chip_impl_metric{name="power_share_of_the_combinational_group",unit="%"} 0.1
chip_impl_info{name="critical_path.reg2reg.endpoint",value="counter[23]$_DFF_P_"} 1
chip_impl_metric{name="grt_max_degree",unit=""} 215
chip_impl_metric{name="worst_pin_slew",unit="ps"} 960.0
chip_impl_metric{name="seq_power_share",unit="%"} 38.0
chip_impl_metric{name="final_core_utilization",unit="%"} 42.73
chip_impl_info{name="worst_hold_endpoint",value="counter[0]$_DFF_P_"} 1
chip_impl_metric{name="cellPowerDensity",unit="mW/mm^2"} 4.772
chip_impl_metric{name="synth_top_area_share",unit="%"} 36.93
chip_impl_metric{name="net-switching-power",unit="uW"} 61.87
chip_impl_info{name="ys_top_cells_by_count",value="sky130_fd_sc_hd__edfxtp_1 (512), sky130_fd_sc_hd__mux4_2 (276), sky130_fd_sc_hd__nand2_1 (266)"} 1
chip_impl_metric{name="reg2regPathDepth",unit=""} 7
chip_impl_metric{name="grt_first_pass_wirelength",unit="um"} 190700
chip_impl_metric{name="routedWlPerCell",unit="um"} 26.78
chip_impl_metric{name="routed_wl",unit="um"} 127900
chip_impl_metric{name="ant_nets",unit=""} 0
chip_impl_info{name="min-delay-path-class",value="reg -> reg"} 1
chip_impl_metric{name="port_buffers",unit=""} 8
chip_impl_metric{name="relative_max_transition_margin",unit="%"} 35.93
chip_impl_info{name="worst_setup_path_end_kind",value="primary output"} 1
chip_impl_metric{name="number_of_enable_flip_flop_cells",unit=""} 512
chip_impl_info{name="timing.critical_path.cells",value="clkdlybuf4s50_1"} 1
chip_impl_metric{name="ys_chip_area",unit="mm^2"} 0.04163
chip_impl_metric{name="floorplan.die_area",unit="mm^2"} 0.1054
chip_impl_metric{name="placed_wire_length_estimate",unit="um"} 90510
chip_impl_metric{name="number_of_register_pins_that_no_clock_reaches",unit=""} 592
chip_impl_metric{name="switching_share",unit="%"} 29.61
chip_impl_metric{name="vias_per_cell",unit=""} 6.105
chip_impl_metric{name="postSynth.asyncResetShare",unit="%"} 0
chip_impl_metric{name="pre_cts_ws",unit="ps"} 12060
chip_impl_metric{name="clock.fmax",unit="MHz"} 231.8
chip_impl_metric{name="critical_path.n_buffers_inverters",unit=""} 1
per-stage QoR:
stage	total power, mW	instance area, um^2	hold slack [ps]
after floorplan	0.08682	41740	390.4
after global placement	0.08159	43620	413.8
after detailed placement	0.08145	43620	413.3
after CTS	0.2145	43780	429.4
after global routing	0.2154	43780	455.4
final	0.2089	43780	433.5
cells by family after synthesis:
family / count (synthesis) / synth area share (%)
DFF: 624 / 42.32
muxes: 390 / 17.75
buffers and inverters: 396 / 3.937
adders and majority gates: 321 / 11.15
xor gates and xnor gates: 159 / 3.345
and+or+nand+nor: 821 / 9.213
AOI/OAI and AO/OA: 743 / 12.28
other: 1 / 0.009008
per-layer routing:
metal	share of wire, %	GRT usage, %	up-vias
met4	4.2	8.029	10
met5	0.045	0.1359	-
li1	-	-	13100
met2	47	39.44	1434
met3	11	11.63	264
met1	38	34.73	14340
final cells by class:
type | count | area (um^2)
repair buffers | 122 | 948.4
multi-input cells | 2465 | 22610
diodes | 1 | 2.502
well taps | 1368 | 1712
clock inverters | 2 | 12.51
fillers | 9517 | 58690
flip-flops and latches | 624 | 17650
inverters | 187 | 701.9
clock buffers | 6 | 150.1
placed cells by master, fill, tap and decap left out, types with 58 or more instances in the layout:
cell type	n
sky130_fd_sc_hd__edfxtp_1	512
sky130_fd_sc_hd__mux4_2	276
sky130_fd_sc_hd__nand2_1	266
sky130_fd_sc_hd__ha_1	238
sky130_fd_sc_hd__nor2_1	211
sky130_fd_sc_hd__inv_1	181
sky130_fd_sc_hd__a21oi_1	170
sky130_fd_sc_hd__o21ai_0	135
sky130_fd_sc_hd__buf_4	113
sky130_fd_sc_hd__xnor2_1	108
sky130_fd_sc_hd__dfxtp_1	102
sky130_fd_sc_hd__mux2i_1	87
sky130_fd_sc_hd__fa_1	83
sky130_fd_sc_hd__nor3_1	66
sky130_fd_sc_hd__nand3_1	58
how the worst max path moves through the flow:
stage | startpoint | to | slack (ps) | depth (start not counted)
CTS | LED[3]$_DFF_P_ | LED[3] | 11660 | 1
global route | LED[6]$_DFF_P_ | LED[6] | 11650 | 1
finish | LED[5]$_DFF_P_ | LED[5] | 11690 | 1
sequential cells by signal, indices dropped and copies added, names as in the netlist:
signal and cells:
LED 8, a 16, address 16, b 16, c 16, counter 24
dram 256, instruction 16, sram 256
power by group through the flow:
stage	combinational, mW	sequential, mW	clock, mW
6_report	0.000149	0.0794	0.129
5_1_grt	0.000438	0.0794	0.136
4_1_cts	0.000211	0.0794	0.135
Power and IR drop assume default switching activity.
